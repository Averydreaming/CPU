## ./constraint.sdc

```tcl
current_design ICache

set clk_period 50.0
set clk_io_pct 0.2

create_clock -name clk0 -period $clk_period [get_ports {clk}]

set non_clock_inputs [all_inputs -no_clocks]
set_input_delay [expr $clk_period * $clk_io_pct] -clock clk0 $non_clock_inputs
set_output_delay [expr $clk_period * $clk_io_pct] -clock clk0 [all_outputs]
```

## ./design.v

```verilog
module ICache (
    input  wire              clk,
    input  wire              rst,
    input  wire              rdy,
    output wire             ICache_need_update_instr, 
    output wire [31: 0]     instr_address,
    input  wire             instr_valid,  
    input  wire [31: 0]     instr,
    input  wire [31: 0]     pc, 
    output reg              instr_IF_valid, 
    output reg  [31: 0]     instr_IF,
    input  wire             jump_wrong,
);
    reg  [31: 0]    cache_IQ       [127 : 0];
    reg  [12: 2]    used_IQ;
    reg  [17: 13]    tag            [2047:0]; 
    always @(*) begin
        ICache_need_update_instr=!(used_IQ[pc[12:2]] && tag[pc[12:2]]==pc[17:13]) && !instr_valid; 
        instr_address=pc;
    end
    always @(posedge clk) begin
        if (rst) begin
            used_IQ<=0;
            instr_IF_vaild<=0;
        end else if (rdy) begin
            if (instr_valid) begin
                            used_IQ[pc[12:2]]<=1;
                            cache_IQ[pc[12:2]]<=instr;
                            tag[pc[12:2]]<=pc[17:13];
            end
            if (jump_wrong)  instr_IF_valid<=0;
            else begin
                if (used[pc[12:2]] && tag[pc[12:2]] == pc[17:13]) begin
                    instr_IF_valid<=1;
                    instr_IF<=cache_IQ[pc[12:2]];
                end else begin
                    instr_IF_vaild<=instr_valid;
                    instr_IF<=instr;
                end
            end
        end
    end
endmodule
```

## ./run.sh

```bash
#!/bin/bash
# OpenROAD 26Q1-2900-gdf79404cd8, Yosys 0.63+post, stock flow scripts
make -C /OpenROAD-flow-scripts/flow DESIGN_CONFIG=/design/flow/config.mk WORK_HOME=/design/flow/orfs finish
```

## ./config.mk

```make
export PLATFORM = sky130hd
export DESIGN_NAME = ICache
export DESIGN_NICKNAME = ICache
export VERILOG_FILES = /design/flow/design.v
export SDC_FILE = /design/flow/constraint.sdc
export NUM_CORES = 4
export LEC_CHECK = 1
export CORE_UTILIZATION = 40
export SYNTH_MEMORY_MAX_BITS = 65536
```

==> qor.yml <==
yosys_register_bits: 10284
area.growth.synth_to_final_pct: 12.9
grt.total_usage_pct: 26.6
regToRegStartpoint: "used_IQ[8]"
required_ns: 40.00
p_leak_nw: 148
gr-total-overflow: 0
placed_area_sq_um: 417000
die_h_um: 1000
die_area_sq_um: 1000000
wl_um: 1220000
syn_inst: 22183
ys_chip_area_sq_um: 398000
wl_met3_um: 234000
power_mw: 17.8
clk_latency_ns: 1.19
worstHoldStart: "used_IQ[7]"
nFillCells: 82822
cp_data_arrival_time_ns: 20.10
slew_headroom_pct: 11.2
htreeDepth: 7
path_buffers: 11
slowest_delay_ns: 0.97
antenna_found_initial: 68
fin_cells: 36755
floorplan.core_util_pct: 40.1
p_int_mw: 14.1
status: "complete, no violations"
cts_sinks: 10284
max_freq_ghz: 0.0332
grt_max_degree: 140
synth.distinct_cells: 48
clock_power_share_pct: 42.3
grt_pass1_vias: 226772
drt_first_pass_iters: 5
yosys_most_used_dff: "edfxtp_1"
cp_slowest_cell: "a2111oi_2"
min_path_type: "flop to flop"
place_hpwl_um: 752000
hold_buffers: 0
core_area_sq_um: 993000
dp.cells: 34819
period_minus_slack_ns: 30.10
power_density_nw_per_um2: 39.7
post_drt_wl_per_cell_um: 33.3
finalInstanceArea_sq_um: 450000
p_comb_share_pct: 4.5
end_kind: "primary output"
switching_share_pct: 21.2
tightest_slew_ns: 1.33
vdd_drop_max_v: 0.0000421
post_cts_buffers: 0
maxSlewViolCount: 0
ys_cells: 22183
p_sw_mw: 3.78
gp_congestion: 0.922
grt_pass1_wl_um: 1710000
startpoint_type: "input port"
wl_met1_um: 377000
yosysSeqAreaShare_pct: 77.5
cts-resized-gates: 0
initialDrtViolationCount: 15101
synth.avg_cell_area_sq_um: 18.0
port_buffers: 102
async_reset_ff_share_pct: 0
drc_errors: 0
path_class: "input port to primary output"
top_layer: "met5"
clk_pin_slew_ns: 0.05
cts_buffer_depth: 5
wl_met2_um: 550000
io_pins: 135
clock_skew_ns: 0
crit_family: "buffers and inverters"
crit_path_start: "pc[2]"
vias_per_cell: 5.82
tool_warnings: 67
cpMostUsedCell: "buf_4"
finalSetupTns_ns: 0
syn-cell-area_sq_um: 398000
hold_slack_ns: 0.469
cp_max_fo: 50
cap_violations: 0
vias: 213908
root_buffer: "clkbuf_16"
numCtsBuffers: 1106
pwr-share-seq_pct: 53.2
hold_violations: 0
ant_nets: 0
ys_warn_count: 8
cts_tree: "yes"
edf_count: 10273
setup_viol: 0
fin_crit_sh_pct: 60.2
die_w_um: 1000
grt_setup_unrepaired: "no"
cp_cell_sequence: "buf_12 > buf_4 > buf_12 > buf_4 > buf_4 > buf_4 > buf_4 > buf_4 > mux4_2 > a22oi_1 > nand4_1 > a22o_1 > a221oi_1 > a21boi_1 > buf_4 > a2111oi_2 > nand4b_1 > xor2_1 > nor3_1 > a41oi_1 > buf_4 > clkdlybuf4s50_1"
rows: 366
drive_gt1_share_pct: 12.1
[cell families after synthesis]
family / Yosys count / share of synthesized area (%)
buffers and inverters: 1585 / 1.68
flip-flops: 10284 / 77.5
XOR/XNOR: 17 / 0.0374
AND-OR/OR-AND: 2524 / 4.11
adder cells (fa/ha/maj): 11 / 0.0346
multiplexers: 4612 / 13.2
AND/OR/NAND/NOR: 3150 / 3.43
[synth_stat cells, types with 3 or more instances]
cell type	number	area, sq um
nor3b_1	6	45.0
a41oi_1	6	52.6
xor2_1	4	35.0
nor3_1	16	80.1
nand3_1	12	60.1
clkbuf_1	908	3410
nand2_1	370	1390
o21ai_0	7	35.0
and2_1	8	50.1
or3_1	7	43.8
ha_1	11	138
o22ai_1	2055	12900
inv_1	13	48.8
edfxtp_1	10273	308000
or4_1	3	22.5
dfxtp_1	11	220
xnor2_1	13	114
nand4bb_1	6	67.6
buf_6	10	113
nor2_1	2070	7770
a31oi_1	14	87.6
buf_4	37	278
buf_2	413	2070
a22o_1	9	78.8
a221oi_1	9	78.8
nor4_1	516	3230
nand4_1	99	619
mux4_2	514	11600
a22oi_1	407	3060
and3_1	13	81.3
nand2b_1	6	37.5
buf_1	204	766
and3b_1	4	35.0
or4b_2	5	50.1
mux2i_1	4097	41000
nand4b_1	6	52.6
a21oi_1	10	50.1
[metrics by stage]
stage / setup slack [ns] / util (%)
floorplan: 27.24 / -
global placement: 19.96 / 42.0
detailed placement: 19.95 / 42.0
CTS: 19.92 / 45.3
global route: 19.38 / 45.3
finish: 19.90 / 45.3
[layer usage]
metal  global-route usage, %  vias to the layer above
met5                    1.44                        -
met4                    10.9                      117
met3                    22.3                     2794
met2                    37.2                    13641
met1                    30.0                   107007
li1                        -                    90349
[flip-flops by register name, indices dropped and copies added, names as in the netlist]
name / flops
instr_IF_valid: 1
instr_IF: 32
used_IQ: 11
tag: 10240
[path summary, 6_finish.rpt]
check / end / cells past startpoint / slack [ns]
worst min-delay path: used_IQ[7] / 2 / 0.47
worst max register to register: used_IQ[8] / 2 / 49.34
worst max-delay path: ICache_need_update_instr / 22 / 19.90
worst min register to register: used_IQ[7] / 2 / 0.47
[tightest hold or removal path: stages (launching register included)]
cell	delay [ns]
dfxtp_1	0.32
a31oi_1	0.04
nor2_1	0.07
[cell usage in the layout, fill, tap and decap left out, types with 254 or more instances in the layout]
cell type  netlist  final
nor4_1         516    516
clkbuf_16        0   1125
nor2_1        2070   2062
mux2i_1       4097   4097
nand2_1        370    341
mux4_2         514    514
clkinv_1         0    254
edfxtp_1     10273  10273
a22oi_1        407    407
o22ai_1       2055   2055
buf_4           37    815
[final cells by class]
type	count	area, sq um	area share, %
clock buffers	1341	29000	6.44
flip-flops and latches	10284	309000	68.7
well taps	13248	16600	3.69
diodes	94	235	0.0523
repair buffers	960	8120	1.81
clock inverters	501	3610	0.804
inverters	13	48.8	0.0109
multi-input cells	10314	83400	18.6
[power by group through the flow]
stage         registers (mW)  logic [mW]  clock network [mW]
CTS                     9.48       0.800                7.64
global route            9.48       0.846                7.95
finish                  9.48       0.807                7.55
Power and IR drop assume default switching activity.
