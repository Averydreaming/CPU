<file path="./run.sh">
#!/bin/bash
# OpenROAD 26Q1-2900-gdf79404cd8, Yosys 0.63+post, stock flow scripts
make -C /OpenROAD-flow-scripts/flow DESIGN_CONFIG=/design/flow/config.mk WORK_HOME=/design/flow/orfs finish
</file>
<file path="./config.mk">
export PLATFORM = sky130hd
export DESIGN_NAME = RegFile
export DESIGN_NICKNAME = RegFile
export VERILOG_FILES = /design/flow/design.v
export SDC_FILE = /design/flow/constraint.sdc
export NUM_CORES = 4
export LEC_CHECK = 1
export CORE_UTILIZATION = 30
</file>
<file path="./constraint.sdc">
current_design RegFile

set clk_period 6.6
set clk_io_pct 0.2

create_clock -name clk0 -period $clk_period [get_ports {clk}]

set non_clock_inputs [all_inputs -no_clocks]
set_input_delay [expr $clk_period * $clk_io_pct] -clock clk0 $non_clock_inputs
set_output_delay [expr $clk_period * $clk_io_pct] -clock clk0 [all_outputs]
</file>
<file path="./design.v">
module RegFile (
    input  wire              clk,
    input  wire              rst,
    input  wire              rdy,
    input  wire [ 4: 0]     rs1,
    input  wire [ 4: 0]     rs2,
    output wire             reg1_ready,
    output wire             reg2_ready,
    output wire [31: 0]     reg1,
    output wire [31: 0]     reg2,
    output wire [ 3: 0]     reg1_reorder_ROB_pos,  
    output wire [ 3: 0]     reg2_reorder_ROB_pos,
    input  wire             commit_valid,
    input  wire [ 3: 0]     commit_ROB_pos,
    input  wire [ 4: 0]     commit_rd,
    input  wire [31: 0]     commit_val,
    input  wire             update_valid,
    input  wire [ 3: 0]     update_ROB_pos,
    input  wire [ 4: 0]     update_rd,
);
    reg  [31: 0]    Reg_reg     [31: 0];
    reg  [ 3: 0]    Reg_reorder    [31: 0];
    reg  [31: 0]    Reg_busy;  
    always @(*) begin
        reg1_ready=1-reg_busy[rs1];
        reg2_ready=1-reg_busy[rs2];
        reg1=Reg_reg[rs1];
        reg2=Reg_reg[rs2];
        reg1_reorder_ROB_pos=Reg_reorder[rs1];
        reg2_reorder_ROB_pos=Reg_reorder[rs2];
    end
    integer i;
    always @(posedge clk) begin
        if (rst) begin
            Reg_busy <=0;
            for (i = 0; i < 32; i = i + 1) reg_val[i]<=0;
        end
        else if (rdy) begin
                if (commit_valid && commit_rd) begin
                    Reg_reg[commit_rd]<=commit_val;
                   if(Reg_busy[commit_rd] && Reg_reorder[commit_rd]==commit_ROB_pos && update_rd!=commit_rd) Reg_busy[commit_rd]<=0;
                end
                if (update_valid && update_rd) begin
                    Reg_busy[update_rd]<=1;
                    Reg_pos[update_rd]<=update_ROB_pos;
                end
            end
    end
endmodule
</file>
==> results.py <==
# Auto-generated metrics
metrics = {
    "timing": {
        "max_freq_mhz": 180,
        "finalCritPeriodShare_pct": 84.1,
        "drv_slew": 0,
        "grt_setup_unrepaired": "no",
        "hold_violations": 0,
        "setup_tns_ns": 0,
        "finalSetupViolCount": 0,
        "tightest_slew_ns": 0.874,
        "slew_headroom_pct": 41.6,
        "post-route-min-period_ns": 5.55,
    },
    "cts": {
        "root_buffer": "clkbuf_16",
        "htree_levels": 3,
        "clock_sinks": 1024,
        "cts_setup_buffers": 0,
        "tritoncts": "built",
        "clock_path_buffers": 3,
        "clkTransAtPathRegs_ns": 0.06,
        "numCtsBuffers": 105,
        "postCtsHoldBufs": 0,
        "cts_resized": 0,
    },
    "finish": {
        "largest_reg_flops": 1024,
        "instances_no_fill": 5803,
        "final_cell_mix": "edfxtp_1, mux2i_1, nand2_1, nand3_1",
        "fill_cells": 15200,
        "drive_gt1_share_pct": 9.77,
        "areaGrowthSynthToFinish_pct": 15.5,
        "postLayoutCoreUtil_pct": 35.0,
    },
    "critical_path": {
        "critPathCaptureType": "primary output",
        "cp.buffers_inverters": 4,
        "cp_cell_sequence": "clkdlybuf4s50_1 -> nor2b_4 -> buf_12 -> buf_4 -> a22o_1 -> nor3_1 -> a31oi_1 -> nand3_1 -> clkdlybuf4s50_1",
        "crit_required_ns": 5.28,
        "critPathTopFamily": "buffers and inverters",
        "critPathMaxFanout": 49,
        "cp_common_cell": "clkdlybuf4s50_1",
        "cp.arrival_ns": 4.23,
        "cp-start-kind": "input port",
        "crit_slowest_cell": "clkdlybuf4s50_1",
        "cp_slowest_stage_delay_ns": 0.63,
        "crit_type": "in -> out",
    },
    "logic_synthesis": {
        "synth_area_sq_um": 48800,
        "synth-edff-count": 1024,
        "async_reset_ff_share_pct": 0,
        "ys_ff": 1024,
        "ys_seq_share_pct": 63.0,
        "syn_inst": 3398,
        "flop_cell": "edfxtp_1",
        "ys_types": 24,
        "ys_cells": 3398,
        "ys_warn_count": 139,
        "ys_chip_area_sq_um": 48800,
        "syn_avg_cell_area_sq_um": 14.4,
    },
    "routing": {
        "wl_microns": 153000,
        "drcViolationCount": 0,
        "via_per_inst": 5.31,
        "via_count": 30800,
        "wire_per_inst_microns": 26.3,
        "antenna_left": 0,
        "diodes": 0,
        "dr.pass1.iters": 8,
        "drt_iter0_drc": 1931,
    },
    "power_and_ir_drop": {
        "totalPowerFinal_mw": 14.2,
        "p_leak_nw": 20.5,
        "p_per_area_nw_per_um2": 252,
        "ir_drop_mv": 0.190,
    },
    "placement": {
        "io_buffers": 114,
        "gp_routability_congestion": 0.865,
        "placed_cells": 5607,
        "place_hpwl_microns": 84500,
    },
    "floorplanning": {
        "die_h_microns": 405,
        "initial_core_util_pct": 30.3,
        "core_area_sq_um": 161000,
        "io_pins": 139,
        "die_area_sq_um": 164000,
        "die_w_microns": 405,
        "fp-row-count": 147,
    },
    "grt": {
        "antenna_found_initial": 11,
        "grt_pass1_vias": 32200,
        "grt_use_met2_pct": 30.4,
        "grt_remaining_overflow": 0,
        "met1_usage_pct": 22.6,
        "use_met3_pct": 12.3,
        "busiest_layer": "met2",
        "track_usage_pct": 19.5,
        "grt_max_degree": 84,
        "grt_pass1_wl_microns": 218000,
    },
    "run": {
        "warnings": 40,
        "maxCapViolations": 0,
    },
    "hold_path": {
        "hold_path.class": "in -> reg",
    },
    "run_status": {
        "status": "completed",
    },
}
layout make-up:
cell class	instances	area (sq um)	area share, %
clock buffers	133	2780	4.92
clock inverters	63	497	0.880
multi-input cells	2153	16900	30.0
flip-flops and latches	1024	30700	54.5
well taps	2160	2700	4.79
repair buffers	270	2770	4.91
kinds of logic (layout without fill, tap and decap cells):
family | count (synthesis) | after routing | share of synthesized area (%)
multiplexers | 1024 | 1024 | 21.0
flip-flops | 1024 | 1024 | 63.0
AND-OR/OR-AND | 576 | 576 | 8.03
AND/OR/NAND/NOR | 511 | 511 | 4.72
buffers and inverters | 262 | 466 | 3.30
other | 1 | 42 | 0.00768
metal layers:
layer / vias up / wire, microns / share of wire (%)
li1: 13700 / - / -
met1: 15200 / 53100 / 35
met2: 1642 / 72300 / 47
met3: 272 / 22100 / 15
met4: 20 / 4930 / 3.2
met5: - / 161 / 0.11
synth_stat cells, drive strengths merged (35+ instances only):
| cell type | n | area share (%) |
|---|---|---|
| a21oi | 192 | 2.0 |
| edfxtp | 1024 | 63 |
| mux2i | 1024 | 21 |
| a22oi | 192 | 3.0 |
| a22o | 128 | 2.3 |
| clkbuf | 84 | 0.68 |
| nand3 | 194 | 2.0 |
| buf | 178 | 2.6 |
| nand2 | 197 | 1.5 |
| nor2 | 35 | 0.27 |
| a31oi | 64 | 0.82 |
| nor3 | 65 | 0.67 |
per-stage QoR:
step / area, sq um / setup WS [ns] / hold slack, ns
3_3_place_gp: 53200 / 1.02 / 2.15
2_1_floorplan: 49000 / 2.90 / 1.42
4_1_cts: 56400 / 1.02 / 1.40
5_1_grt: 56400 / 0.811 / 1.45
3_5_place_dp: 53200 / 1.04 / 2.16
6_report: 56400 / 1.05 / 1.43
power by group:
part	switching (mW)	internal [mW]
Clock	2.50	3.21
Combinational	0.785	0.507
Sequential	0.0164	7.20
Total	3.30	10.9
final timing paths:
check                     start       endpoint  slack (ns)  cells after the start
setup / recovery         rs1[2]        reg1[2]        1.05                      9
hold / removal    commit_val[8]  Reg_reg[0][8]        1.43                      2
Power is estimated from default activity; no workload was simulated.
